`flow/config.mk`:
```
export PLATFORM = sky130hd
export DESIGN_NAME = S1_calculation
export DESIGN_NICKNAME = S1_calculation
export VERILOG_FILES = /design/flow/design.v
export SDC_FILE = /design/flow/constraint.sdc
export NUM_CORES = 4
export LEC_CHECK = 1
export CORE_AREA = 10 10 70 70
export DIE_AREA = 0 0 80 80
```
`flow/constraint.sdc`:
```
current_design S1_calculation

set clk_period 1.0
set clk_io_pct 0.2

create_clock -name clk0 -period $clk_period

set non_clock_inputs [all_inputs -no_clocks]
set_input_delay [expr $clk_period * $clk_io_pct] -clock clk0 $non_clock_inputs
set_output_delay [expr $clk_period * $clk_io_pct] -clock clk0 [all_outputs]
```
`flow/design.v`:
```
`timescale 1ns / 1ps
module S1_calculation(
						Fin, 
						ini_in,
						last_F,
						F1
					 );
input ini_in;
input [11:0] Fin;
output reg [11:0]  last_F;
output reg [11:0]  F1; 
reg [11:0] last_F;
localparam SIMD_num = 64;
localparam lane_num =32;
localparam feature_num = 2048; 
always @ (Fin)
begin
	last_F = ini_in ? 0 : Fin;
	need_F = feature_num;
	F1 = last_F + need_F;
end
endmodule
```
`flow/run.sh`:
```
#!/bin/bash
# OpenROAD 26Q1-2900-gdf79404cd8, Yosys 0.63+post, stock flow scripts
make -C /OpenROAD-flow-scripts/flow DESIGN_CONFIG=/design/flow/config.mk WORK_HOME=/design/flow/orfs finish
```
==> flow_summary_export.csv <==
group,metric,value,unit
placement,numPortBuffers,37,
placement,placed_area,571,sq um
pwr,switchingPower,0.0431,mW
pwr,seqPwrFrac,0,%
routing,n_antenna_cell,0,
layout,layout-drive-gt1-share,76.5,%
floorplan,initial_utilization,6.34,%
logic_synthesis,ys_cells,25,
final_timing,finalClockPeriodUsage,93.2,%
pwr,clockPowerShare,0,%
pwr,cellPowerDensity,307,mW/mm^2
floorplan,ios,37,
global_routing,grtUsageMet2,3.05,%
global_routing,use_met1,3.49,%
run,max-cap-violations,0,
floorplan,dieArea,0.00640,sq mm
routing,drt-vias-per-instance,2.49,
layout,mi_logic_area,155,sq um
global_routing,grt_util_all_layers,2.68,%
setup_path,end_kind,"output port",
layout,final_area,473,sq um
global_routing,antenna_found_initial,0,
logic_synthesis,ys_types,5,
setup_path,critical_path.startpoint,"Fin[11]",
pwr,combPwrFrac,100.0,%
routing,drtIter0Drc,0,
final_timing,worst_pin_slew,0.103,ns
floorplan,fp-row-count,21,
final_timing,finalSetupViolCount,0,
final_timing,hold_viol_final,0,
placement,dpl.hpwl,846,um
global_routing,grt_max_degree,9,
setup_path,cp_max_fo,2,
routing,wl,942,um
hold_path,whs_path_depth,3,
layout,clock_buffers,0,
final_timing,hold_ws,0.668,ns
layout,regArea,0,sq um
floorplan,core-area,0.00342,sq mm
layout,fillCellCount,413,
logic_synthesis,top_cells_by_area,"buf_4, nor2b_2, nor2b_4, and2b_2, buf_6",
global_routing,busiest_layer,"met1",
final_timing,fin_ws,0.0678,ns
pwr,ir_worst_vdd,0.000131,V
hold_path,hold_path_class,"in -> out",
layout,area_growth,118,%
final_timing,slew_headroom,93.1,%
pwr,p_sw_share,29.6,%
pwr,p_int,0.102,mW
routing,wl_per_cell,9.71,um
placement,place_congestion,0.691,
layout,fin_util,13.8,%
setup_path,crit_type,"in -> out",
pwr,p_leak,0.279,nW
logic_synthesis,yosysMostFrequentCell,"buf_4",
floorplan,die_x,80,um
setup_path,worstPathArrival,0.73,ns
outcome,status,"complete, no violations",
routing,drc,0,
routing,drt_first_pass_iters,1,
logic_synthesis,top_cells_by_count,"buf_4, nor2b_2, and2b_2, nor2b_4, buf_6",
global_routing,met3_usage,2.84,%
global_routing,grt_pass1_wl,1410,um
routing,ant_nets,0,
clock_tree,cts_hold_buf,0,
placement,dp_slack,-0.757,ns
final_timing,period_minus_slack,0.932,ns
final_timing,drv_slew,0,
setup_path,required,0.80,ns
logic_synthesis,yosysTopAreaCell,"buf_4",
logic_synthesis,synth_seq_share,0,%
logic_synthesis,top_area_share,41.6,%
logic_synthesis,synth_warnings,3,
logic_synthesis,synth_cells,25,
logic_synthesis,syn_avg_cell_area,8.66,sq um
floorplan,die_h,80,um
hold_path,min_from,"ini_in",
setup_path,crit_path_start_kind,"primary input",
final_timing,max_freq,1070,MHz
run,warnings,32,
routing,via_count,242,
layout,seq_cell_count,0,
global_routing,grt_pass1_vias,311,
global_routing,grt_overflow,0,
logic_synthesis,netlist_area,216,sq um
logic_synthesis,ys_area,216,sq um
final_timing,rsz0062_at_grt,"no",
[through the flow]
step	std cells	setup TNS (ns)	power [mW]
final	97	0	0.145
after global routing	97	0	0.163
after CTS	98	0	0.156
after detailed placement	97	-16.74	0.197
after global placement	97	-16.35	0.198
after floorplan	25	0	0.0684
[worst paths after layout]
path                endpoint
setup / recovery  last_F[11]
hold / removal         F1[2]
[logic make-up after synthesis]
logic type,share of synthesized area [%]
buffers and inverters,46.8
AND/OR/NAND/NOR,53.2
[routing by layer]
layer | vias to the layer above | part of all wire [%]
li1 | 114 | -
met1 | 96 | 43
met2 | 32 | 29
met3 | 0 | 27
met4 | 0 | 0
met5 | - | 0
[worst max-delay path, cell delays in order]
cell and delay [ns]:
dlygate4sd2_1 0.23, and2b_2 0.19, buf_2 0.11
[cells in the final DEF (no fill, tap or decap)]
cell type | Yosys | final
buf_4 | 12 | 2
buf_2 | 0 | 24
and2b_2 | 2 | 2
buf_12 | 0 | 1
dlygate4sd2_1 | 0 | 12
nor2b_4 | 2 | 10
[area by class of cell]
type | count | area share, %
timing repair buffer | 39 | 55.0
multi-input combinational | 12 | 32.8
tap | 46 | 12.2
[repair_timing]
item,in CTS,in global routing
setup endpoints to repair,24,1
setup buffers,1,0
resized,98,0
[power by group through the flow]
stage	logic (mW)	clock network [mW]	registers, mW
finish	0.145	0	0
global route	0.163	0	0
CTS	0.156	0	0
Power is estimated from default activity; no workload was simulated.
