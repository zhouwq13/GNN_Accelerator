`flow/run.sh`:
```
#!/bin/bash
# OpenROAD 26Q1-2900-gdf79404cd8, Yosys 0.63+post, stock flow scripts
make -C /OpenROAD-flow-scripts/flow DESIGN_CONFIG=/design/flow/config.mk WORK_HOME=/design/flow/orfs finish
```
`flow/config.mk`:
```
export PLATFORM = sky130hd
export DESIGN_NAME = En_RAM
export DESIGN_NICKNAME = En_RAM
export VERILOG_FILES = /design/flow/design.v
export SDC_FILE = /design/flow/constraint.sdc
export NUM_CORES = 4
export LEC_CHECK = 1
export CORE_AREA = 10 10 70 70
export DIE_AREA = 0 0 80 80
```
`flow/constraint.sdc`:
```
current_design En_RAM

set clk_period 2.9
set clk_io_pct 0.2

create_clock -name clk0 -period $clk_period

set non_clock_inputs [all_inputs -no_clocks]
set_input_delay [expr $clk_period * $clk_io_pct] -clock clk0 $non_clock_inputs
set_output_delay [expr $clk_period * $clk_io_pct] -clock clk0 [all_outputs]
```
`flow/design.v`:
```
`timescale 1ns / 1ps
module En_RAM(
			  feature_start,
			  feature_stop,
			  Enable,
			  RAM_start,
			  RAM_stop
			);
input [11:0] feature_start;
input [11:0] feature_stop; 
output reg [7:0] Enable; 
output reg [8:0] RAM_start; 
output reg [8:0] RAM_stop;
localparam RAM_width = 10'd512;
reg [2:0] RAM_start_in;
reg [2:0] RAM_stop_in;
reg [2:0] tmp; 
wire [2:0] w_start_in;
wire [7:0] w_start_out;
wire [2:0] w_stop_in;
wire [7:0] w_stop_out;
assign w_start_in = RAM_start_in;
assign w_stop_in  = RAM_stop_in;
assign w_in_1 = w_start_in + 3'd1;
assign w_in_2 = w_start_in + 3'd2;
assign w_in_3 = w_start_in + 3'd3;
assign w_in_4 = w_start_in + 3'd4;
assign w_in_5 = w_start_in + 3'd5;
assign w_in_6 = w_start_in + 3'd6;
decoder_38 U_in(
					.din(w_start_in),
					.dout(w_start_out)
				 );
decoder_38 U_out(
					.din(w_stop_in),
					.dout(w_stop_out)
				 );
decoder_38 U_1(
					.din(w_in_1),
					.dout(w_out_1)
				 );
decoder_38 U_2(
					.din(w_in_2),
					.dout(w_out_2)
				 );
decoder_38 U_3(
					.din(w_in_3),
					.dout(w_out_3)
				 );
decoder_38 U_4(
					.din(w_in_4),
					.dout(w_out_4)
				 );
decoder_38 U_5(
					.din(w_in_5),
					.dout(w_out_5)
				 );
decoder_38 U_6(
					.din(w_in_6),
					.dout(w_out_6)
				 );
always@(*)
begin	
	RAM_start_in = feature_start >> 9; 
	RAM_stop_in  = feature_stop  >> 9;
	tmp = feature_stop - feature_start;
	RAM_start = feature_start % RAM_width;
	RAM_stop  = feature_stop % RAM_width;
	case(tmp)
	3'd1:
		 Enable = w_start_out ^ w_stop_out;
	3'd2:
		 Enable = w_start_out ^ w_stop_out ^ w_in_1;
	3'd3:
		 Enable = w_start_out ^ w_stop_out ^ w_in_1 ^ w_in_2;
	3'd4:
		 Enable = w_start_out ^ w_stop_out ^ w_in_1 ^ w_in_2 ^ w_in_3;
	3'd5:
		 Enable = w_start_out ^ w_stop_out ^ w_in_1 ^ w_in_2 ^ w_in_3 ^ w_in_4;
	3'd6:
		 Enable = w_start_out ^ w_stop_out ^ w_in_1 ^ w_in_2 ^ w_in_3 ^ w_in_4 ^ w_in_5;
	3'd7:
		 Enable = w_start_out ^ w_stop_out ^ w_in_1 ^ w_in_2 ^ w_in_3 ^ w_in_4 ^ w_in_5 ^ w_in_6;
	default:
		 Enable = 8'b0;
	endcase
end
endmodule
`timescale 1ns / 1ps
module decoder_38(
	input		[2:0]	din,
	output	reg [7:0]	dout
				 );
	always @(*)begin
		case(din)
			3'b000:dout<=8'b0000_0000;
			3'b001:dout<=8'b0000_0001;
			3'b010:dout<=8'b0000_0010;
			3'b011:dout<=8'b0000_0100;
			3'b100:dout<=8'b0000_1000;
			3'b101:dout<=8'b0001_0000;
			3'b110:dout<=8'b0010_0000;
			3'b111:dout<=8'b0100_0000;
			default:;
		endcase
	end
endmodule
```
==> summary.txt <==
run results: routing usage on met2 4.41%, Die ar. around 0.0064 mm^2, iteration tally of the first detailed-router pass 4, DP HPWL about 1000 um, antenna violation net count after detailed routing 0, CP Cell Sequence clkdlybuf4s15_2 -> inv_1 -> ha_2 -> fa_2 -> xor2_2 -> xnor2_1 -> and3_4 -> buf_6 -> nor2_2 -> dlygate4sd2_1, Post-synth seq share 0%, dpl ws -0.572 ns, row count 21, crit share post-route 96.8%, main area contributors buf_4 (31%), xnor2_1 (12%), nor2_2 (9.6%), xor2_1 (7.7%), nand3b_1 (6.6%), GR Util met1 5.17%, Worst Setup Start Kind primary input, crit path time final 2.81 ns, GR peak layer met1, M3 GR Usage 2.50%, share of cells above drive strength 1 25.4%, Yosys Instances 62, number of global-route vias before repair 408, synth-to-layout area growth 47.5%, Synth top cell by count buf_4, vias after detailed routing 381, Overall Global Routing Usage 3.63%, Synth top cells by count buf_4 (19), nor2_2 (7), xnor2_1 (6), Core ar. 0.00342 mm^2, YS warnings 26, Max Cap Viol 0, grt ovf 0, PortBufs 25, GP Congestion 0.783, diode count 0, Mapped Cells 62, slowest stage cell on the critical path fa_2, leak pwr 0.000247 uW, CP Class in -> out, status finished, final reports clean, fin. max-slew vios 0, Crit path max-delay family buffers and inverters, first-pass GRT wire length 1930 um, Setup WS post-layout 0.0914 ns, Tot Pwr 112 uW, fin cells 117, routed len/inst 10.3 um, total tool warning count 33, Worst EP arrival 2.23 ns, cell count after placement approximately 110, Yosys cell types 20, I/O Pins around 50, largest net degree at the start of global routing 9, CP bufs+invs 4, First DRT Iteration DRCs 28, CP Data Required Time 2.32 ns, Fin. Hold Viols 0, mapped cell area between 400 and 500 um^2, initial antenna violation count 0, Hold Buf Count CTS 0, final setup fails 0, post-synth top area cell buf_4, Critical Path End Type output port, DRC Markers 0, Yosys top cell area share a little under a third, Chip Area, Yosys 455 um^2, vias per inst 3.26, RSZ-0062 raised after global routing false, Clock Buffer Count 0, die width 80 um, Max Fclk 356 MHz, Die H 80 um, Post-Route WL between 1000 and 1500 um, maximum vdd drop 59.6 uV, Critical Path Fanout Max 5, worst hold path type in -> out, CP peak stage delay 0.34 ns, syn_area_per_cell approximately 7.3 um^2, Reg area 0 um^2, PD cells around 170 mW/mm^2, Seq cells 0, Core Util at FP 13.3%
worst paths after layout:
kind                             start      endpoint  depth (start not counted)
worst min-delay path  feature_start[3]  RAM_start[3]                          0
worst max-delay path   feature_stop[0]     Enable[4]                         10
layout make-up:
| cell class | count | area, um^2 |
|---|---|---|
| Fill cell | 387 | 2740 |
| Multi-Input combinational cell | 39 | 312 |
| Timing Repair Buffer | 30 | 295 |
| Tap cell | 46 | 57.6 |
| Inverter | 2 | 7.51 |
timing repair:
item,in CTS,in global routing
setup buffers,3,1
setup endpoints to repair,7,5
pin swaps,8,4
gates resized,22,6
cells in the final DEF (no fill, tap or decap), drive strengths merged, types with 2 or more instances in the layout:
cell	netlist	layout
nor2	9	9
xnor2	6	6
nand3b	4	4
nor3b	5	5
buf	21	5
inv	2	2
clkdlybuf4s15	0	7
dlygate4sd2	0	4
nand3	2	2
clkdlybuf4s50	0	14
xor2	4	4
nand2	2	2
layer usage:
layer | up-vias | share of wire, %
met5 | - | 0
met4 | 0 | 0
met3 | 0 | 19
met2 | 21 | 34
met1 | 164 | 47
li1 | 196 | -
report_power, final:
group / internal [uW] / total, uW / leakage [uW] / switching, uW
combinational: 69.2 / 112 / 0.000247 / 42.6
sequential: 0 / 0 / 0 / 0
clock: 0 / 0 / 0 / 0
total: 69.2 / 112 / 0.000247 / 42.6
stage by stage:
step | instance area, um^2 | util, % | TNS, ns | hold WS [ns]
2_1_floorplan | 455 | - | 0 | 1.23
3_3_place_gp | 612 | 17.9 | -3.74 | 1.16
3_5_place_dp | 612 | 17.9 | -3.94 | 1.16
4_1_cts | 648 | 19.0 | -0.00765 | 1.16
5_1_grt | 672 | 19.7 | 0 | 1.16
6_report | 672 | 19.7 | 0 | 1.16
kinds of logic (layout without fill, tap and decap cells):
family	Yosys count	after routing	share of synthesized area, %
other	1	1	0.823
buffers and inverters	23	32	36.5
adders and majority gates	2	2	7.14
and+or+nand+nor	24	24	33.5
xor gates and xnor gates	10	10	19.2
AOI/OAI and AO/OA	2	2	2.75
Power figures rest on the tool's default switching activity, not on a simulated workload.
