$ cat flow/config.mk
export PLATFORM = sky130hd
export DESIGN_NAME = S3_calculation
export DESIGN_NICKNAME = S3_calculation
export VERILOG_FILES = /design/flow/design.v
export SDC_FILE = /design/flow/constraint.sdc
export NUM_CORES = 4
export LEC_CHECK = 1
export CORE_AREA = 10 10 70 70
export DIE_AREA = 0 0 80 80
$ cat flow/constraint.sdc
current_design S3_calculation

set clk_period 1.6
set clk_io_pct 0.2

create_clock -name clk0 -period $clk_period

set non_clock_inputs [all_inputs -no_clocks]
set_input_delay [expr $clk_period * $clk_io_pct] -clock clk0 $non_clock_inputs
set_output_delay [expr $clk_period * $clk_io_pct] -clock clk0 [all_outputs]
$ cat flow/design.v
`timescale 1ns / 1ps
module S3_calculation(
						Fin, 
						last_F,
						F3, 
						core3,
						done
					 );
input  [11:0] Fin; 
output reg [11:0]  last_F;
output reg [11:0]  F3;
output reg [5:0]   core3;
output reg done;
localparam total_F = 12'd3703; 
localparam total_core = 10'd64; 
reg [11:0] need_F;
always @(Fin)
begin
	need_F = total_F - Fin;
	core3 = need_F >> 5 + 1;
	last_F = Fin;
	F3 = last_F + need_F;
	done = 1;
end
endmodule
$ cat flow/run.sh
#!/bin/bash
# OpenROAD 26Q1-2900-gdf79404cd8, Yosys 0.63+post, stock flow scripts
make -C /OpenROAD-flow-scripts/flow DESIGN_CONFIG=/design/flow/config.mk WORK_HOME=/design/flow/orfs finish
==> impl_metrics.py <==
# Flow results
metrics = {
    "status": {
        "status": "finished, violations left",
        "violations": "setup timing",
    },
    "routing": {
        "vias": 791,
        "drc_errors": 0,
        "drt_iter0_drc": 20,
        "wirelength_um": 2482,
        "vias_per_cell": 4.015,
        "antenna_cells": 0,
        "dr_wl_met3_um": 253,
        "drt-met1-wl_um": 1010,
        "wl_met2_um": 1218,
        "routed.top_layer": "met3",
        "routedWlPerCell_um": 12.60,
        "final_antenna_net_count": 0,
        "firstDrtPassIters": 3,
    },
    "final_timing": {
        "finalHoldViolCount": 0,
        "fin_crit_sh": 1.484,
        "rsz0062_at_grt": "true",
        "fin_crit_ns": 2.375,
        "fmax_mhz": 421.0,
        "fin_ws_ns": -0.7751,
        "slew_violations": 0,
        "finalSetupTns_ns": -4.869,
        "setup_viol": 13,
    },
    "die": {
        "fp_util": 0.1744,
        "dieArea_um2": 6400,
        "core.rowCount": 21,
        "coreArea_um2": 3416,
        "design.portCount": 43,
        "die_h_um": 80,
        "die_w_um": 80,
    },
    "placement": {
        "port_buffers": 32,
        "placed_cell_area_um2": 1169,
        "globalplace.congestion": 0.7646,
        "dp_hpwl_um": 1657,
    },
    "worst_setup_path": {
        "critPathCaptureType": "output port",
        "critPathArrivalTime_ns": 2.06,
        "path_buffers": 4,
        "slowest_stage": "ha_4",
        "critPathTopFamily": "simple AND/OR/NAND/NOR gates",
        "cp_max_fo": 4,
        "crit_type": "in -> out",
        "cp-start-kind": "primary input",
        "crit_start": "Fin[4]",
        "cpPeakStageDelay_ns": 0.22,
        "required_ns": 1.28,
        "worstPathCellList": "buf_8 > buf_6 > ha_4 > nand3_4 > buf_6 > ha_4 > xor2_2 > nor3_2 > o211ai_1 > nand3_1 > xor2_1 > buf_2",
    },
    "flow_run": {
        "warning_count": 36,
        "maxCapViolCount": 0,
    },
    "cells_and_area": {
        "seqCellArea_um2": 0,
        "design.seq.count": 0,
        "filler_cell_count": 319,
        "finalInstanceArea_um2": 1533,
        "clock_buffers": 0,
        "area_growth_pct": 157.4,
        "drive_gt1_frac": 0.7152,
    },
    "global_routing": {
        "grt-ovfl-total": 0,
        "grt_usage": 0.07368,
        "grt_max_degree": 10,
        "grt_pass1_wl_um": 3988,
        "antenna_found_initial": 0,
        "grt_pass1_vias": 854,
    },
    "synthesis": {
        "synthDominantCellAreaShare": 0.2143,
        "synth_dominant_cell_count": "buf_4",
        "top_cells_by_count": "buf_4, xor2_1, ha_1, xnor2_1",
        "ys_cells": 83,
        "yosys_area_um2": 595.6,
        "yosys.area.top_type": "buf_4",
        "ys_warn_count": 1,
        "topCellsByArea": "buf_4, ha_1, xor2_1",
        "netlist_area_um2": 595.6,
        "synth_cells": 83,
        "avgSynthCellArea_um2": 7.176,
        "ys_types": 26,
        "synth_seq_share": 0,
    },
    "pwr": {
        "powerDensity_nw_per_um2": 366.0,
        "peakVddDrop_uv": 205.9,
        "p_leak_uw": 0.0006942,
    },
    "min_path": {
        "hold_path.startpoint": "Fin[0]",
        "hold_class": "in -> out",
    },
}
-- where the power goes --
group | internal [uW] | leakage [uW] | total [uW] | switching, uW
logic | 349 | 0.000694 | 561 | 212
clock network | 0 | 0 | 0 | 0
registers | 0 | 0 | 0 | 0
total | 349 | 0.000694 | 561 | 212
-- worst paths after layout --
path / endpoint / slack (ns) / depth (start not counted)
min: last_F[0] / 0.64 / 0
max: F3[10] / -0.78 / 12
-- timing repair --
action | 4_1_cts | 5_1_grt
hold buffers | 0 | 0
setup endpoints to repair | 23 | 16
buffers inserted | 22 | 6
pin swaps | 29 | 24
hold endpoints to repair | 0 | 0
gates resized | 114 | 13
-- cell families after synthesis --
logic type / synth area share
simple gates: 0.1786
other cells: 0.01261
xor+xnor: 0.2353
mux: 0.05252
fa+ha+maj: 0.1471
compound gates: 0.1198
buf+inv: 0.2542
-- layout make-up --
class | count | area, um2 | share of cell area
timing repair buffer | 83 | 714.4 | 0.4661
multi-input combinational | 63 | 742.0 | 0.4841
inverter | 5 | 18.77 | 0.01224
tap | 46 | 57.56 | 0.03755
-- metrics by stage --
step / instances / util / total power (uW) / setup slack (ns) / hold WS, ns
after CTS: 196 / 0.4355 / 537.4 / -0.7762 / 0.6400
after detailed placement: 175 / 0.3421 / 459.4 / -1.618 / 0.6400
after global placement: 175 / 0.3421 / 463.1 / -1.582 / 0.6400
after floorplan: 86 / - / 187.7 / -0.4370 / 0.6692
after global routing: 197 / 0.4487 / 612.4 / -0.9172 / 0.6400
final: 197 / 0.4487 / 560.9 / -0.7751 / 0.6400
-- layer usage --
layer,vias up,GRT usage
met4,0,0
met2,23,0.1300
li1,400,-
met5,-,0
met3,0,0.02273
met1,368,0.09055
-- layout by cell type, fill, tap and decap left out, types with 2 or more instances in the layout --
master | netlist | layout
nand2_2 | 0 | 2
inv_1 | 5 | 2
xor2_2 | 0 | 2
buf_8 | 0 | 2
mux2i_1 | 2 | 2
dlygate4sd2_1 | 0 | 3
nor2_1 | 5 | 2
nor2_2 | 0 | 2
xnor2_2 | 0 | 3
conb_1 | 2 | 5
a21oi_2 | 0 | 2
clkdlybuf4s50_1 | 0 | 10
nand3_2 | 0 | 2
xnor2_1 | 7 | 3
inv_2 | 0 | 3
buf_2 | 1 | 13
nand4_1 | 2 | 2
nand3_4 | 0 | 2
xor2_1 | 9 | 6
buf_4 | 17 | 32
buf_6 | 0 | 21
ha_4 | 0 | 7
No activity file was given, so power comes from the tool's default toggle rates.
